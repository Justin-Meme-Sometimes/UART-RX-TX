`flow/run.sh`:
```
#!/bin/bash
# OpenROAD 26Q1-2900-gdf79404cd8, Yosys 0.63+post, stock flow scripts
make -C /OpenROAD-flow-scripts/flow DESIGN_CONFIG=/design/flow/config.mk WORK_HOME=/design/flow/orfs finish
```
`flow/config.mk`:
```
export PLATFORM = sky130hd
export DESIGN_NAME = Counter
export DESIGN_NICKNAME = Counter
export VERILOG_FILES = /design/flow/design.v
export SDC_FILE = /design/flow/constraint.sdc
export NUM_CORES = 4
export LEC_CHECK = 1
export CORE_AREA = 10 10 72 72
export DIE_AREA = 0 0 82 82
```
`flow/constraint.sdc`:
```
current_design Counter

set clk_period 2.8
set clk_io_pct 0.2

create_clock -name clk0 -period $clk_period [get_ports {clock}]

set non_clock_inputs [all_inputs -no_clocks]
set_input_delay [expr $clk_period * $clk_io_pct] -clock clk0 $non_clock_inputs
set_output_delay [expr $clk_period * $clk_io_pct] -clock clk0 [all_outputs]
```
`flow/design.v`:
```
`default_nettype none
module MagComp
  #(parameter   WIDTH = 8)
  (output logic             AltB, AeqB, AgtB,
   input  logic [WIDTH-1:0] A, B);
  assign AeqB = (A == B);
  assign AltB = (A <  B);
  assign AgtB = (A >  B);
endmodule: MagComp
module Adder
  #(parameter WIDTH=8)
  (input  logic [WIDTH-1:0] A, B,
   input  logic             cin,
   output logic [WIDTH-1:0] sum,
   output logic             cout);
   assign {cout, sum} = A + B + cin;
endmodule : Adder
module Multiplexer
  #(parameter WIDTH=8)
  (input  logic [WIDTH-1:0]         I,
   input  logic [$clog2(WIDTH)-1:0] S,
   output logic                     Y);
   assign Y = I[S];
endmodule : Multiplexer
module Mux2to1
  #(parameter WIDTH = 8)
  (input  logic [WIDTH-1:0] I0, I1,
   input  logic             S,
   output logic [WIDTH-1:0] Y);
  assign Y = (S) ? I1 : I0;
endmodule : Mux2to1
module Decoder
  #(parameter WIDTH=8)
  (input  logic [$clog2(WIDTH)-1:0] I,
   input  logic                     en,
   output logic [WIDTH-1:0]         D);
  always_comb begin
    D = '0;
    if (en)
      D[I] = 1'b1;
  end
endmodule : Decoder
module DFlipFlop
  (input  logic D,
   input  logic preset_L, reset_L, clock,
   output logic Q);
  always_ff @(posedge clock, negedge preset_L, negedge reset_L)
    if (~preset_L & reset_L)
      Q <= 1'b1;
    else if (~reset_L & preset_L)
      Q <= 1'b0;
    else if (~reset_L & ~preset_L)
      Q <= 1'bX;
    else
      Q <= D;
endmodule : DFlipFlop
module Register
  #(parameter WIDTH=8)
  (input  logic [WIDTH-1:0] D,
   input  logic en, clear, clock,
   output logic [WIDTH-1:0] Q);
  always_ff @(posedge clock)
    if (en)
      Q <= D;
    else if (clear)
      Q <= '0;
endmodule : Register
module Counter
  #(parameter WIDTH=8)
  (input  logic [WIDTH-1:0] D,
   input  logic             en, clear, load, clock, up,
   output logic [WIDTH-1:0] Q);
  always_ff @(posedge clock)
    if (clear)
      Q <= {WIDTH {1'b0}};
    else if (load)
      Q <= D;
    else if (en)
      if (up)
        Q <= Q + 1'b1;
      else
        Q <= Q - 1'b1;
endmodule : Counter
module Synchronizer
  (input  logic async, clock,
   output logic sync);
  logic metastable;
  DFlipFlop one(.D(async),
                .Q(metastable),
                .clock,
                .preset_L(1'b1), 
                .reset_L(1'b1)
               );
  DFlipFlop two(.D(metastable),
                .Q(sync),
                .clock,
                .preset_L(1'b1), 
                .reset_L(1'b1)
               );
endmodule : Synchronizer
module ShiftRegister_PIPO
  #(parameter WIDTH=8)
  (input  logic [WIDTH-1:0] D,
   input  logic             en, left, load, clock,
   output logic [WIDTH-1:0] Q);
  always_ff @(posedge clock)
    if (load)
      Q <= D;
    else if (en)
      if (left)
        Q <= {Q[WIDTH-2:0], 1'b0};
      else
        Q <= {1'b0, Q[WIDTH-1:1]};
endmodule : ShiftRegister_PIPO
module ShiftRegister_SIPO
  #(parameter WIDTH=8)
  (input  logic             serial,
   input  logic             en, left, clock,
   output logic [WIDTH-1:0] Q);
  always_ff @(posedge clock)
    if (en)
      if (left)
        Q <= {Q[WIDTH-2:0], serial};
      else
        Q <= {serial, Q[WIDTH-1:1]};
endmodule : ShiftRegister_SIPO
module BarrelShiftRegister
  #(parameter WIDTH=8)
  (input  logic [WIDTH-1:0] D,
   input  logic             en, load, clock,
   input  logic [      1:0] by,
   output logic [WIDTH-1:0] Q);
  logic [WIDTH-1:0] shifted;
  always_comb
    case (by)
      default: shifted = Q;
      2'b01: shifted = {Q[WIDTH-2:0], 1'b0};
      2'b10: shifted = {Q[WIDTH-3:0], 2'b0};
      2'b11: shifted = {Q[WIDTH-4:0], 3'b0};
    endcase
  always_ff @(posedge clock)
    if (load)
        Q <= D;
    else if (en)
        Q <= shifted;
endmodule : BarrelShiftRegister
```
==> out/metrics.csv <==
stage;metric;value;unit
run_status;outcome;completed;
sta;Slew @ Worst Pin;358;ps
power;VDD IR-drop max;124;µV
floorplan;die width;82;µm
cts;clk sinks;8;
yosys;biggest area cells;dfxtp_1 (22%), a21oi_1 (11%), ha_1 (11%);
power;cell-internal power;302;µW
yosys;Mapped Area;714;µm²
cts;H-tree depth;1;
yosys;main flop type;dfxtp_1;
yosys;Syn Area/Cell;8.41;µm²
place;global placement routability congestion;0.891;
floorplan;area of the core;0.00369;mm²
critical_path;Worst Setup End Kind;flip-flop;
yosys;fraction of registers with async set/reset;0;
floorplan;die area;0.00672;mm²
critical_path;CP arrival;2520;ps
yosys;yosys stat area;714;µm²
yosys;top-count cell post-synth;a21oi_1;
sta;Final Slew Violations;0;
sta;setup repair after global routing missed its margin;false;
critical_path;CP delay by family, top;AND-OR/OR-AND gates;
power;Comb pwr share;0.353;
critical_path;Crit Path Class;input pin to flip-flop;
routing;Antenna Nets Post-Route;0;
cts;Reg clk slew, reported paths;40;ps
yosys;Yosys top cell by area;dfxtp_1;
hold_path;Hold WC Path Type;flip-flop to flip-flop;
yosys;number of flops mapped to enable cells by yosys;0;
place;DPL Wire Length;1560;µm
grt;vias in the first global route;716;
yosys;most frequent cells after synthesis;a21oi_1 (15), dfxtp_1 (8), nor2_1 (8);
final_layout;fin cells;155;
routing;average wire per standard cell;13.3;µm
routing;Total Wirelength;2070;µm
place;placed cell count;152;
yosys;cell count in the Yosys report;85;
final_layout;Top Registers;Q: 8 flops;
final_layout;final design utilization;0.274;
job;Max-cap violations;0;
sta;final worst-path cycle share;0.846;
cts;Post-CTS Setup Repair Bufs;0;
critical_path;crit path cell chain;clkdlybuf4s50_1 -> inv_1 -> ha_1 -> a211o_1 -> a41oi_1 -> mux2_2 -> o211ai_1;
place;placed inst area;971;µm²
cts;CTS resizes;0;
power;share of total power in the clock network;0.328;
floorplan;IO Count;21;
critical_path;crit path DRT;2960;ps
cts;clock root buffer master;clkbuf_8;
routing;1st-pass router iterations;4;
grt;total track usage;0.0639;
power;Static Leak;0.000374;µW
cts;Clock Path Buffers;2;
power;P_sw;124;µW
final_layout;Area Overhead vs Synth;41.7;%
final_layout;fraction of layout cells with a size suffix above 1;0.103;
power;Sw Ratio;0.291;
critical_path;CP max stage cell;clkdlybuf4s50_1;
routing;post-DR vias/cell;4.68;
cts;worst skew pair latency;230;ps
yosys;Mapped Cells;85;
sta;skew final;4.43;ps
routing;# diodes;0;
yosys;Post-synth regs;8;
yosys;library cells used by synthesis;35;
critical_path;Worst setup SP type;input pin;
cts;clock tree from TritonCTS;done;
cts;Num CTS Buffers;3;
routing;Iteration-0 DRC Markers;47;
job;tool warnings;25;
floorplan;Row Count;22;
grt;largest net degree at the start of global routing;17;
critical_path;Largest stage delay, worst path;490;ps
floorplan;Die H;82;µm
yosys;Synth Seq Share;0.224;
critical_path;Bufs and invs on worst path;2;
grt;antenna violations before repair;0;
yosys;Top cell area share;0.224;
routing;Via Count;726;
sta;fin crit period;2370;ps
final_layout;max reg flops;8;
grt;global-route wire length before repair;3420;µm
floorplan;Core Density at Floorplan;0.194;
sta;Max Clk Rate;422;MHz
final_layout;fin area;0.00101;mm²
sta;Final Hold Vio Count;0;
sta;final setup fails;0;
power;Pwr Density;421;mW/mm²
routing;DRC errors left;0;
critical_path;Worst Path Max Fanout;7;
sta;total negative slack;0;ps
place;PortBufs;20;
power;sequential share of power;0.320;
grt;total congestion overflow;0;
sta;Relative slew margins;0.761;
cts;quantity of hold-fixing buffers added after cts;0;
yosys;YS warnings;1;
final_layout;largest register by flop count;Q;
final cells by class:
class | instances | area [µm²]
Multi-Input combinational cell | 72 | 524
Inverter | 1 | 3.75
Tap cell | 48 | 60.1
Sequential cell | 8 | 160
Clock buffer | 3 | 41.3
Fill cell | 395 | 2680
Timing Repair Buffer | 23 | 223
worst reg2reg max path: stages (launching register included):
cell	delay, ps
dfxtp_1	390
ha_1	250
a211o_1	340
a41oi_1	240
mux2_2	350
o211ai_1	80
cell usage in the layout, fill, tap and decap left out, drive strengths merged, types with 2 or more instances in the layout:
cell type      netlist  layout
a211o                2       2
a211oi               2       2
a21oi               15      15
buf                  2       3
clkbuf               2       3
clkdlybuf4s50        0      20
dfxtp                8       8
ha                   6       6
nand2                2       2
nor2                 8       8
nor3b                6       6
o211ai               2       2
o21a                 4       4
o21ai                4       4
or3b                 3       3
xnor2                3       3
worst paths after layout:
check | endpoint | depth (start not counted) | startpoint | slack (ps)
max reg2reg | Q[7] | 5 | Q[1] | 1070
min | Q[2] | 4 | Q[2] | 680
max | Q[7] | 7 | up | 430
min reg2reg | Q[2] | 4 | Q[2] | 680
through the flow:
step           power, µW  hold slack [ps]  worst slack, ps
2_1_floorplan        227              622              804
3_3_place_gp         284              661              235
3_5_place_dp         287              673              200
4_1_cts              430              687              426
5_1_grt              457              762              296
6_report             426              682              432
per-layer routing:
metal	GRT usage	share of wire	vias to the layer above
met5	0	0	-
met4	0.00340	0.0024	0
met3	0.0363	0.12	2
met2	0.0948	0.40	24
met1	0.0832	0.47	326
li1	-	-	374
power by group through the flow:
stage / logic [µW] / clock network (µW) / registers (µW)
finish: 150 / 140 / 136
global route: 167 / 151 / 139
CTS: 151 / 143 / 137
cells by family (layout without fill, tap and decap cells):
group	Yosys count	after routing	share of synthesized area
AOI/OAI and AO/OA	31	31	0.266
xor gates and xnor gates	3	3	0.0368
adders and majority gates	7	7	0.133
buffers and inverters	5	27	0.0420
DFF	8	8	0.224
muxes	2	2	0.0298
and+or+nand+nor	29	29	0.268
No activity file was given, so power comes from the tool's default toggle rates.
